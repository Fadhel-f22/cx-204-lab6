==> design/flow/config.mk <==
export PLATFORM = sky130hd
export DESIGN_NAME = reg_file
export DESIGN_NICKNAME = reg_file
export VERILOG_FILES = /design/flow/design.v
export SDC_FILE = /design/flow/constraint.sdc
export NUM_CORES = 4
export LEC_CHECK = 1
export CORE_UTILIZATION = 40
==> design/flow/constraint.sdc <==
current_design reg_file

set clk_period 11.2
set clk_io_pct 0.2

create_clock -name clk0 -period $clk_period [get_ports {clk}]

set non_clock_inputs [all_inputs -no_clocks]
set_input_delay [expr $clk_period * $clk_io_pct] -clock clk0 $non_clock_inputs
set_output_delay [expr $clk_period * $clk_io_pct] -clock clk0 [all_outputs]
==> design/flow/design.v <==
`timescale 1ns / 1ps
module reg_file (
    input logic clk,
    input logic reset_n,
    input logic reg_write,
    input logic [4:0]raddr1,
    input logic [4:0]raddr2,
    input logic [4:0]waddr,
    input logic [31:0]wdata,
    output logic [31 : 0]rdata1,
    output logic [31 : 0]rdata2
    );
  logic [31:0] reg_memory [31:0];     
  assign reg_memory[0] = 0;          
    assign rdata1 = reg_memory[raddr1];
    assign rdata2 = reg_memory[raddr2];
    always @ (posedge clk, negedge reset_n)
    begin
        if(!reset_n)
            for(int i = 1; i < 32;i = i+1) 
                reg_memory[i] <= 0;
        else if(reg_write & (waddr!=0))
            reg_memory[waddr] <= wdata;
    end   
endmodule
==> design/flow/run.sh <==
#!/bin/bash
# OpenROAD 26Q1-2900-gdf79404cd8, Yosys 0.63+post, stock flow scripts
make -C /OpenROAD-flow-scripts/flow DESIGN_CONFIG=/design/flow/config.mk WORK_HOME=/design/flow/orfs finish
==> impl_metrics.csv <==
group,metric,value,unit
route,drc,0,
clock_tree,cts_root_buf,"clkbuf_16",
critical_path,worstPathMaxFanout,24,
critical_path,crit_arrival,6650,ps
logic_synthesis,async_reset_ff_share,100.0,%
die,core_area,124300,um2
clock_tree,numCtsBuffers,109,
clock_tree,postCtsHoldBufs,0,
route,final_antenna_net_count,0,
clock_tree,path_clk_slew,70,ps
logic_synthesis,postSynthCellCount,4275,
logic_synthesis,postSynthSeqShare,49.33,%
route,routed_wl,237900,um
critical_path,path_delay_family,"buffers and inverters",
timing,finalWorstSetupSlack,2306,ps
place,hpwl,137400,um
place,placement.setup.worst_slack,2538,ps
cells_and_area,mostFrequentLayoutCell,"dfrtp_1",
critical_path,crit_required,8960,ps
global_routing,track_usage,38.79,%
place,io_buffers,113,
global_routing,antenna_found_initial,16,
clock_tree,clock_path_buffers,3,
timing,rsz0062_at_grt,"false",
logic_synthesis,ys.flop_type,"dfrtp_1",
critical_path,rr_startpoint,"reg_memory[11][18]",
place,globalplace.congestion,1.043,
pwr,worst_ir_drop_vdd,0.0001403,V
logic_synthesis,synth_cell_types,62,
die,initial_core_util,40.49,%
die,die_w,356.7,um
timing,final_max_slew_viol_count,0,
worst_hold_path,hold_start,"reg_memory[27][0]",
timing,hold_violations,0,
route,post_drt_wl_per_cell,39.80,um
die,io_pins,114,
logic_synthesis,syn_area_per_cell,11.77,um2
clock_tree,cts.sinks,992,
timing,fin_tns_setup,0,ps
logic_synthesis,ys_ff,992,
global_routing,overflow,0,
cells_and_area,area_delta_synth_final,14.60,%
run,warnings,33,
critical_path,crit_start,"raddr2[1]",
logic_synthesis,yosys-stat-area,50320,um2
timing,slew_headroom,25.05,%
route,first_pass_iters,13,
die,die_height,356.7,um
die,die_area,127200,um2
timing,final.min_clock_period,8894,ps
critical_path,end_kind,"output pin",
route,viasPerCell,7.161,
logic_synthesis,syn_area,50320,um2
pwr,power_density,178.0,nW/um2
critical_path,path_buffers,5,
logic_synthesis,yosys_warnings,2,
cells_and_area,nFillCells,11054,
critical_path,cpMostUsedCell,"buf_4",
cells_and_area,top_register,"reg_memory",
critical_path,path_class,"in -> out",
cells_and_area,reg_top3,"reg_memory: 992 flops",
route,via_count,42815,
global_routing,grt_max_degree,120,
status,status,"finished, final reports clean",
timing,finClkSkew,0,ps
clock_tree,h-tree-depth,3,
logic_synthesis,edf_count,0,
critical_path,crit_slowest_cell,"a2111oi_0",
pwr,fin_total_pwr,10.27,mW
clock_tree,cts_setup_buffers,0,
critical_path,crit_chain,"clkdlybuf4s50_1, buf_4, nor3_2, buf_4, and2_2, buf_4, a2111oi_0, nand3_1, or4_1, clkdlybuf4s50_1",
cells_and_area,largest_reg_flops,992,
worst_hold_path,min_path_type,"reg -> reg",
critical_path,cp-start-kind,"input port",
timing,finalClockPeriodUsage,79.41,%
clock_tree,cts_tree,"yes",
cells_and_area,drive_gt1_share,34.63,%
pwr,leakage,26.36,nW
timing,worst_slew_pin_slew,1122,ps
global_routing,grt_pass1_wl,329900,um
route,dr.first_iter.drc_count,5303,
die,fp-row-count,129,
clock_tree,ctsResizeCount,0,
timing,clock.fmax,112.4,MHz
run,drv_cap,0,
global_routing,grt_pass1_vias,42048,
clock_tree,worst_skew_pair.late_latency,730,ps
logic_synthesis,ys_cells,4275,
timing,finalSetupViolCount,0,
cells_and_area,layout_top_cells,"dfrtp_1 (992), mux2_2 (991), a22oi_1 (603)",
critical_path,slowest_delay,1030,ps
## layer usage
metal | part of all wire [%] | global-route usage (%) | up-vias
met3 | 16 | 23.31 | 1107
met2 | 40 | 51.56 | 3537
met5 | 0.17 | 1.444 | -
met4 | 7.9 | 21.85 | 27
met1 | 35 | 49.19 | 21638
li1 | - | - | 16506
## final timing paths
path                                       to  depth (start not counted)  slack [ps]
setup / recovery                   rdata2[18]                         10        2310
hold / removal              reg_memory[27][0]                          1         510
setup reg to reg           reg_memory[11][18]                          1       10320
hold reg to reg             reg_memory[27][0]                          1         510
max in group asynchronous    reg_memory[3][5]                          4        7160
min in group asynchronous  reg_memory[15][19]                          1        1530
## cell type report
| type | instances | area [um2] | share of cell area (%) |
|---|---|---|---|
| diodes | 10 | 25.02 | 0.04339 |
| clock buffers | 161 | 3254 | 5.643 |
| clock inverters | 42 | 671.9 | 1.165 |
| inverters | 4 | 15.01 | 0.02603 |
| multi-input cells | 2830 | 24230 | 42.02 |
| flip-flops and latches | 992 | 24820 | 43.04 |
| well taps | 1637 | 2048 | 3.551 |
| repair buffers | 303 | 2600 | 4.508 |
## cells by family after synthesis
logic type             synth area share, %
muxes                                22.38
DFF                                  49.33
buffers and inverters                3.702
and+or+nand+nor                      11.77
AOI/OAI and AO/OA                    12.81
## stage by stage
stage / cells / cell area [um2] / hold WS [ps] / utilization (%)
after floorplan: 4275 / 50320 / 478.2 / -
after global placement: 5766 / 53720 / 494.7 / 43.23
after detailed placement: 5766 / 53720 / 499.5 / 43.23
after CTS: 5969 / 57650 / 513.2 / 46.38
after global routing: 5969 / 57650 / 524.3 / 46.38
final: 5979 / 57670 / 513.8 / 46.40
## where the power goes
part           switching, mW  total (mW)  internal (mW)
clock                   1.59        3.94           2.36
sequential             0.636        4.92           4.28
combinational          0.658        1.41          0.751
total                   2.88        10.3           7.39
## cells in the mapped netlist (11+ instances only)
master,count,area [um2]
buf_2,60,300.3
a2111oi_0,120,1051
nor2_1,69,259.0
nor3_1,11,55.05
buf_1,47,176.4
and3_1,427,2671
a22oi_1,603,4527
nor3b_1,14,105.1
mux2_2,991,11160
a32oi_1,15,131.4
a2111oi_2,20,300.3
nand4_1,156,975.9
clkbuf_1,325,1220
nand2_1,133,499.2
nand3_1,71,355.3
or4_1,60,450.4
nand2b_1,12,75.07
dfrtp_1,992,24820
No activity file was given, so power comes from the tool's default toggle rates.
