### ./design.v
`timescale 1ns / 1ps
module program_counter #(parameter WIDTH = 32)(
    input logic [WIDTH-1:0]data_in,
    input logic clk,
    input logic reset_n,
    output logic [WIDTH-1:0]data_o
    );
    always @ (posedge clk, negedge reset_n)
    begin
        if(!reset_n)
            data_o <= 'b0;
        else
            data_o <= data_in;
    end            
endmodule
### ./run.sh
#!/bin/bash
# OpenROAD 26Q1-2900-gdf79404cd8, Yosys 0.63+post, stock flow scripts
make -C /OpenROAD-flow-scripts/flow DESIGN_CONFIG=/design/flow/config.mk WORK_HOME=/design/flow/orfs finish
### ./config.mk
export PLATFORM = sky130hd
export DESIGN_NAME = program_counter
export DESIGN_NICKNAME = program_counter
export VERILOG_FILES = /design/flow/design.v
export SDC_FILE = /design/flow/constraint.sdc
export NUM_CORES = 4
export LEC_CHECK = 1
export CORE_AREA = 10 10 100 100
export DIE_AREA = 0 0 110 110
### ./constraint.sdc
current_design program_counter

set clk_period 1.0
set clk_io_pct 0.2

create_clock -name clk0 -period $clk_period [get_ports {clk}]

set non_clock_inputs [all_inputs -no_clocks]
set_input_delay [expr $clk_period * $clk_io_pct] -clock clk0 $non_clock_inputs
set_output_delay [expr $clk_period * $clk_io_pct] -clock clk0 [all_outputs]
==> qor.txt <==
Mapped Cells -> 32
RSZ-0062 raised after global routing -> true
Avg Vias per Cell -> 2.66
logic area -> 0 um2
final period utilization -> 96.6%
Crit path arrival time -> 0.77 ns
RePlAce Congestion -> 0.703
DR vias -> 550
Final min period -> 0.966 ns
CP bufs+invs -> 1
clk root buf -> clkbuf_8
Setup-failing EPs final -> 0
Die W -> 110 um
number of remaining DRC errors -> 0
syn_area_per_cell -> 25.0 um2
Startpoint Class -> flop
DP HPWL -> 2120 um
cell with the largest stage delay on the worst path -> dfrtp_1
Comb gates -> 0
# Cells Yosys -> 32
floorplan utilization -> 10.3%
Slew @ Worst Pin -> 0.187 ns
Die H -> 110 um
length of the first detailed-routing pass in iterations -> 2
Max Fanout on Critical Path -> 1
Critical Path End -> data_o[5]
Max Slew Vio Count -> 0
clk sinks -> 32
GRT overflow -> 0
Max rail drop VDD -> 0.363 mV
drt initial violations -> 11
Total Wirelength -> 2640 um
Top Layout Cells -> buf_2, dfrtp_1, clkdlybuf4s50_1
max cap viols -> 0
endpoint class of the critical path -> primary output
most frequent logic cell in the layout -> buf_2
biggest regs -> data_o: 32 flops
CP delay by family, top -> flip-flops
# rows -> 32
largest reg by FF count -> data_o
LEAKAGE -> 0.688 nW
Tot Pwr -> 0.00263 W
vias in the first global route -> 591
YS chip area -> 801 um2
Final Hold Vio Count -> 32
Largest register FFs -> 32
cts bufs inserted -> 5
first-pass GRT wire length -> 3610 um
All-Layer GR Usage -> 3.96%
DP Area -> 1590 um2
initial antenna violation count -> 0
OpenROAD warnings -> 28
Placeable Area -> 7810 um2
min-delay worst type -> input pin to asynchronous set/reset pin
port bufs -> 65
CTS tree -> yes
distinct lib cells -> 1
outcome -> finished with violations
Die ar. -> 12100 um2
Crit path required time -> 0.80 ns
H-tree depth -> 2
num ports -> 66
critical setup path kind -> flop to primary output
number of diodes -> 0
Critical Path Source -> data_o[5]
sequential area share after synthesis -> 100%
PwrDens -> 1720 nW/um2
post-route antenna net violation count -> 0
design area -> 1530 um2
crit-path cells -> buf_2
Reg clk slew, reported paths -> 0.06 ns
ratio of cells with drive above 1 in the final layout -> 39.0%
Wirelength per Cell -> 12.7 um
synth warn -> 1
Post-CTS Setup Bufs -> 0
Cell Area, Synth -> 801 um2
CP max stage delay -> 0.38 ns
Hold Slack -> -0.129 ns
Slew headroom -> 87.5%
failing checks -> negative hold slack
P&R area growth vs syn -> 91.1%
Max Clk Rate -> 1040 MHz
number of cells on the critical path -> 1
Synth flops -> 32
largest net degree at the start of global routing -> 33
CTS Buffer Depth -> 2
-- power by group --
part,leakage [nW],internal [W],switching (W)
Clock,0.0503,0.000612,0.000434
Sequential,0.373,0.00136,0.0000137
Combinational,0.264,0.000158,0.0000561
Total,0.688,0.00213,0.000504
-- layer usage --
metal  vias to the layer above  share of wire (%)  global-route usage, %  routed length [um]
met5                         -                  0                      0                   0
met4                         0                2.0                   1.21                  54
met3                         2                 12                   2.06                 321
met2                        34                 49                   6.31                1300
met1                       274                 36                   4.55                 959
li1                        240                  -                      -                   -
-- synth_stat cells --
master	instances	share of area, %
dfrtp_1	32	100
-- kinds of logic after synthesis --
kind of cell,synth area share (%)
flops,100
-- through the flow --
stage / util [%] / setup slack [ns] / TNS, ns / cells
2_1_floorplan: - / 0.488 / 0 / 32
3_3_place_gp: 20.4 / -0.0209 / -0.0308 / 200
3_5_place_dp: 20.4 / -0.0209 / -0.0294 / 200
4_1_cts: 19.6 / 0.00952 / 0 / 207
5_1_grt: 19.6 / -0.00802 / -0.00808 / 207
6_report: 19.6 / 0.0339 / 0 / 207
-- how the worst min path moves through the flow --
stage         slack [ns]          to
CTS                -0.13  data_o[19]
global route       -0.13  data_o[19]
finish             -0.13  data_o[30]
-- what timing repair did --
| item | CTS | global route |
|---|---|---|
| resized | 98 | 0 |
| setup endpoints to repair | 32 | 2 |
| endpoints found under the hold margin | 32 | 32 |
-- area by class of cell --
class / instances / area [um2]
fill: 851 / 6280
sequential: 32 / 801
timing repair buffer: 66 / 505
tap: 102 / 128
clock buffer: 7 / 96.3
No activity file was given, so power comes from the tool's default toggle rates.
